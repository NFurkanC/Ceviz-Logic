==> flow/design.v <==
module fetch (
    input               clk_i,
    input               rst_i,
    output reg [31:0]   pc_o,
);
    always @(posedge clk_i, posedge rst_i) begin
        if (rst_i) begin
            pc_o <= 32'h00000000;
        end
        else begin
            pc_o <= pc_o + 4;
        end
    end
endmodule
module fd_regs (
    input               clk_i,
    input               rst_i,
    input [31:0]        inst_f_i,
    output reg[31:0]    inst_d_o,
);
always @(posedge clk_i, posedge rst_i) begin
    if (rst_i) begin
        inst_d_o <= 32'b0;
    end
    else begin
        inst_d_o <= inst_f_i;
    end
end
endmodule
module decode (
    input               clk_i,
    input               regfile_wen_i,
    input [2:0]         imm_ext_sel_i,
    input [31:0]        inst_i,
    input [31:0]        result_i,
    output [31:0]       reg_a_o,
    output  [31:0]      reg_b_o,
    output reg [31:0]   imm_ext_o,
);
reg[31:0] regfile [31:0];
wire [4:0] reg_a_addr = inst_i[19:15];
wire [4:0] reg_b_addr = inst_i[24:20];
wire [4:0] target_reg_addr = inst_i[11:7];
assign reg_a_o = (reg_a_addr == 5'b0) ? 32'b0 : regfile[reg_a_addr];
assign reg_b_o = (reg_b_addr == 5'b0) ? 32'b0 : regfile[reg_b_addr];
always @(posedge clk_i) begin
    if(regfile_wen_i) begin
        regfile[target_reg_addr] <= result_i;
    end
end
always @(*) begin
    case (imm_ext_sel_i)
        3'b0000 : imm_ext_o = {{20{inst_i[31]}}, inst_i[31:20]}; 
        default : imm_ext_o = 32'b0;
    endcase
end
endmodule
module writeback (
    input [31:0]    alu_out_i,
    output [31:0]   result_o,
);
assign result_o = alu_out_i;
endmodule
==> flow/run.sh <==
#!/bin/bash
# OpenROAD 26Q1-2900-gdf79404cd8, Yosys 0.63+post, stock flow scripts
make -C /OpenROAD-flow-scripts/flow DESIGN_CONFIG=/design/flow/config.mk WORK_HOME=/design/flow/orfs finish
==> flow/config.mk <==
export PLATFORM = sky130hd
export DESIGN_NAME = decode
export DESIGN_NICKNAME = decode
export VERILOG_FILES = /design/flow/design.v
export SDC_FILE = /design/flow/constraint.sdc
export NUM_CORES = 4
export LEC_CHECK = 1
export CORE_UTILIZATION = 40
==> flow/constraint.sdc <==
current_design decode

set clk_period 7.8
set clk_io_pct 0.2

create_clock -name clk0 -period $clk_period [get_ports {clk_i}]

set non_clock_inputs [all_inputs -no_clocks]
set_input_delay [expr $clk_period * $clk_io_pct] -clock clk0 $non_clock_inputs
set_output_delay [expr $clk_period * $clk_io_pct] -clock clk0 [all_outputs]
==> reports/results.ini <==
[worst_setup_path]
cp-end-kind = primary output
slowest_stage = clkdlybuf4s50_1
cpPeakStageDelay_ps = 750
worst-path-max-fanout = 17
worstPathArrival_ps = 5330
crit_family = simple AND/OR/NAND/NOR gates
worstSetupPathType = in -> out
path_common_cell = clkdlybuf4s50_1
crit_chain = clkdlybuf4s50_1, or2_2, or4_1, o221ai_1, a31oi_1, clkdlybuf4s50_1
required_ps = 6240
cp.buffers_inverters = 2
startpoint_type = input pin

[global_routing]
use_met1_pct = 30.8
busiest_layer = met2
grt_use_total_pct = 27.3
grt.overflow.total = 0
met3_usage_pct = 22.6
grt_pass1_wl_um = 214000
grtUsageMet2_pct = 39.4
grt_pass1_vias = 30979
antenna_found_initial = 2
grt_start_max_net_pins = 86

[detailed_routing]
routed_wl_um = 150000
drtIter0Drc = 1897
ant_nets = 0
drt-wirelength-per-cell_um = 34.0
drc = 0
dr.pass1.iters = 5
vias = 27615
avgViaCountPerCell = 6.27

[flow_run]
maxCapViolations = 0
openroad.warnings = 36

[clocking]
clkTransAtPathRegs_ps = 60
ctsResizeCount = 0
cts_made_buffers = 105
cts_tree = done
cts_buffer_depth = 3
holdBufCountCts = 0
htreeDepth = 3
cts_sinks = 1024
postCtsSetupBuffers = 0
cts_root_buffer = clkbuf_16

[placement]
place_hpwl_um = 87700
port_buffers = 154
routabilityCongestion = 0.866

[logic_synthesis]
synthArstFlopShare_pct = 0
synth-main-ff-cell = edfxtp_1
ys_chip_area_um2 = 48000
ys_cells = 2545
edf_count = 1024
synth_seq_share_pct = 64.1
synth_area_um2 = 48000
avgSynthCellArea_um2 = 18.9
ys.flops = 1024
synthDistinctLibCells = 36
synth_cells = 2545
yosys_warnings = 1

[timing]
timing.final.hold_violations = 0
setup_viol_count_final = 0
fin_crit_ps = 6890
rsz0062_at_grt = no
tightest_slew_ps = 1050
tns_ps = 0
fmax_mhz = 145
max_slew_margin_pct = 30.1
period_used_pct = 88.3
drv_slew = 0

[floorplan]
die_height_um = 348
io-pin-count = 165
fp_util_pct = 40.5
die_area_um2 = 121000
die_x_um = 348
coreArea_um2 = 119000
num_rows = 126

[final_layout]
largest_register_ffs = 1024
largest_register = regfile
drive_gt1_share_pct = 29.9
postLayoutCoreUtil_pct = 46.6
reg.largest.list = regfile (1024)
fillCellCount = 9701
area_delta_synth_final_pct = 15.2

[pwr]
p_leak_uw = 0.0178
power_uw = 12600
peakVddDrop_v = 0.000186
p_per_area_nw_per_um2 = 227

[outcome]
status = finished clean

[worst_hold_path]
min_path_type = in -> reg

-- routing by layer --
layer	up-vias	share of wire [%]
li1	11171	-
met1	13791	31
met2	2313	46
met3	326	19
met4	14	3.6
met5	-	0.21
-- synthesized netlist by cell type (25+ instances only) --
cell type,number,area [µm²]
a21oi_1,87,435
a221oi_1,25,219
a22oi_1,80,601
a31oi_1,42,263
buf_2,67,335
buf_4,55,413
clkbuf_1,68,255
edfxtp_1,1024,30700
mux2_2,84,946
mux2i_1,277,2770
mux4_2,404,9100
nand2_1,69,259
nor2_1,62,233
o21ai_0,25,125
-- stage by stage --
| stage | cell area [µm²] | setup slack (ps) | hold WS [ps] | cells |
|---|---|---|---|---|
| 2_1_floorplan | 48000 | 3230 | 1660 | 2545 |
| 3_3_place_gp | 51700 | 1020 | 2390 | 4203 |
| 3_5_place_dp | 51700 | 1030 | 2400 | 4203 |
| 4_1_cts | 55300 | 1020 | 1660 | 4400 |
| 5_1_grt | 55300 | 886 | 1700 | 4401 |
| 6_report | 55300 | 912 | 1680 | 4401 |
-- final cells by class --
type	instances	area, µm²	area share, %
Antenna cell	1	2.50	0.00453
Sequential cell	1024	30700	55.6
Clock buffer	117	2670	4.83
Multi-Input combinational cell	1300	16300	29.4
Clock inverter	80	933	1.69
Timing Repair Buffer	279	2660	4.82
Tap cell	1600	2000	3.62
-- kinds of logic (layout without fill, tap and decap cells) --
family | after synthesis | in the layout | share of synthesized area, %
compound gates | 332 | 332 | 4.58
buf+inv | 221 | 476 | 2.66
flops | 1024 | 1024 | 64.1
mux | 765 | 765 | 26.7
other cells | 0 | 1 | 0
simple gates | 203 | 203 | 1.96
-- placed cells by master, fill, tap and decap left out, drive strengths merged, types with 32 or more instances in the layout --
cell type and count:
nand2 69, mux2 84, nor2 62, clkdlybuf4s50 146, a22oi 80, a31oi 42
edfxtp 1024, o21ai 32, clkbuf 117, clkinv 50, mux2i 277, mux4 404
a21oi 87, buf 133
-- final timing paths --
check	from	endpoint	slack, ps	cells after the start
max	inst_i[24]	reg_b_o[28]	910	6
min	result_i[2]	regfile[30][2]	1680	2
-- where the power goes --
group | switching (µW) | internal [µW]
Sequential | 27.7 | 6120
Combinational | 645 | 502
Clock | 2160 | 3100
Power figures rest on the tool's default switching activity, not on a simulated workload.
