===== ./design.v =====
module alu (
    input               alu_sel_i,
    input [3:0]         alu_fun_i,
    input [31:0]        reg_a_i,
    input [31:0]        reg_b_i,
    input [31:0]        imm_ext_i,
    output reg [31:0]   alu_out_o,
); 
wire signed [31:0] alu_a = reg_a_i;
wire signed [31:0] alu_b = alu_sel_i ? imm_ext_i : reg_b_i;
always @(*) begin
    case(alu_fun_i)
        4'b0000 : alu_out_o = alu_a + alu_b;
        4'b0001 : alu_out_o = alu_a - alu_b;
        4'b0010 : alu_out_o = alu_a & alu_b;
        4'b0011 : alu_out_o = alu_a ^ alu_b;
        4'b0100 : alu_out_o = alu_a | alu_b;
        default : alu_out_o = 32'bx;
    endcase
end
endmodule

===== ./run.sh =====
#!/bin/bash
# OpenROAD 26Q1-2900-gdf79404cd8, Yosys 0.63+post, stock flow scripts
make -C /OpenROAD-flow-scripts/flow DESIGN_CONFIG=/design/flow/config.mk WORK_HOME=/design/flow/orfs finish

===== ./config.mk =====
export PLATFORM = sky130hd
export DESIGN_NAME = alu
export DESIGN_NICKNAME = alu
export VERILOG_FILES = /design/flow/design.v
export SDC_FILE = /design/flow/constraint.sdc
export NUM_CORES = 4
export LEC_CHECK = 1
export CORE_UTILIZATION = 30

===== ./constraint.sdc =====
current_design alu

set clk_period 18.4
set clk_io_pct 0.2

create_clock -name clk0 -period $clk_period

set non_clock_inputs [all_inputs -no_clocks]
set_input_delay [expr $clk_period * $clk_io_pct] -clock clk0 $non_clock_inputs
set_output_delay [expr $clk_period * $clk_io_pct] -clock clk0 [all_outputs]

==> impl_metrics.toml <==
# implementation run metrics
[yosys]
synth.avg_cell_area_sq_um = 7.45
syn-cell-area_sq_um = 4640
yosysCellCount = 623
netlist_top_cells_area = "ha_1 26%, mux2i_1 12%, xnor2_1 9.4%"
netlist.area_leader.share_pct = 25.9
synth.yosys.seq_area_share_pct = 0
synthesis.yosys.warnings = 1
ys_types = 63
synthesis.instances = 623
post-synth-top-area-cell = "ha_1"
ys_chip_area_sq_um = 4640

[timing]
final-max-slew-violation-count = 0
fin_ws_ns = 6.21
post_layout_minimum_cycle_time_ns = 12.19
final.hold.worst_slack_ns = 8.51
max_freq_mhz = 82.0
slew_limit_headroom_pct = 53.6
rsz0062_at_grt = "no"
report.final.setup_viol = 0
worst_pin_slew_ns = 0.695
setup_tns_final_ns = 0
post-route-period-util_pct = 66.3
finalHoldViolCount = 0

[floorplan]
initCoreUtil_pct = 30.7
num_rows = 45
design.portCount = 133
dieArea_sq_um = 16000
dieWidth_um = 126
fp.coreArea_sq_um = 15100
die_height_um = 126

[cells_and_area]
n_clock_buffer = 0
design_area_sq_um = 6110
layout_top_cells = "131 x clkdlybuf4s50_1, 96 x ha_1, 74 x inv_1"
most_frequent_standard_cell_in_the_layout_excluding_fill_and_tap_cells = "clkdlybuf4s50_1"
synthesis_to_layout_area_growth_pct = 31.6
numSequentialCells = 0
final_cell_count_no_fill = 920
fillCellCount = 1567
drive_above_1_share_pct = 3.96
regArea_sq_um = 0
end_of_flow_core_utilization_pct = 40.4
combGateArea_sq_um = 4220

[global_routing]
grt_remaining_overflow = 0
grt_pass1_vias = 4788
grt.total_usage_pct = 18.1
antenna_found_initial = 0
maximum_number_of_pins_on_one_net_before_global_route_repair = 47
grt_first_pass_wirelength_mm = 23.5

[setup_path]
cp_max_fo = 46
worst_endpoint_required_time_ns = 14.72
worstPathArrival_ns = 8.51
cp-start-kind = "input port"
critical_path_class = "input port to output pin"
element_type_at_the_critical_path_end = "output pin"

[detailed_routing]
postRouteAntennaNets = 0
dr_total_vias = 4718
post-route-drc-count = 0
totalWireLength_mm = 14.0
via_density = 5.13
drt-wirelength-per-cell_um = 15.3
num_antenna_cells = 0
drt_iter0_drc = 164
first_pass_iters = 4

[placed_design]
dpl_worst_slack_ns = 6.25
place.gp.congestion = 0.968
dpl_cell_area_sq_um = 6110
post-place-cells = 920
hpwl_dp_mm = 11.5
port_buffers = 133

[pwr]
p_per_area_nw_per_um2 = 39.3
ir_drop_mv = 0.0225
post-layout-total-power_mw = 0.240
power.static_leakage_nw = 3.01

[clocking]
cts_setup_buffers = 0
cts_hold_buf = 0
cts_resized = 0

[min_path]
hold_crit_class = "input port to output pin"

[status]
status = "finished clean"

[job]
drv.max_cap_violation_count = 0
openroad.warnings = 65
## cell families after synthesis
family	Yosys count	synth area share, %
compound gates	179	25.8
fa+ha+maj	97	26.3
xor+xnor	59	11.1
simple gates	118	13.5
mux	63	14.0
buf+inv	107	9.32
## cells in the mapped netlist, types with 2 or more instances
cell type	number
o21a_1	5
nor3_1	7
a21oi_1	46
buf_6	2
o22ai_1	14
a211o_1	2
nand2_1	46
xor2_1	9
ha_1	96
and2_1	3
nor3_2	2
mux2i_1	57
xnor2_1	50
inv_1	74
mux2_2	2
nand4_1	4
a41oi_1	3
nor2_1	20
a31oi_1	11
clkbuf_1	25
a211oi_1	2
o31ai_1	4
nand2b_1	2
o21ai_0	18
nand3_1	6
and4_1	3
o21bai_1	6
and3_1	8
o31a_1	2
mux2i_2	4
a21o_1	36
inv_2	2
nor4_1	2
o221ai_1	21
## routing by layer
layer	up-vias	wire (um)	GRT usage [%]
li1	2461	-	-
met1	2131	6670	25.1
met2	116	6480	31.7
met3	10	761	1.68
met4	0	119	1.13
met5	-	0	0
## path summary, 6_finish.rpt
kind,cells after the start,end,slack [ns],start
setup / recovery,18,alu_out_o[23],6.21,alu_sel_i
hold / removal,5,alu_out_o[1],8.51,alu_fun_i[0]
## worst max-delay path, cell delays in order
cell and delay (ns):
buf_2 0.07, buf_4 0.55, mux2i_1 0.41, ha_1 0.23, and3_1 0.24, nand3_1 0.23
o31ai_1 0.32, xnor2_1 0.17, ha_1 0.31, a21oi_1 0.32, o21bai_1 0.15, a2111o_1 0.42
o32a_1 0.20, a31oi_1 0.25, o21bai_1 0.16, xor2_1 0.17, a21o_1 0.13, clkdlybuf4s50_1 0.47
## cell type report
class,instances,share of cell area (%)
inverters,76,4.67
multi-input cells,516,69.0
well taps,188,3.85
repair buffers,140,22.5
## report_power, final
part	total [mW]	switching, mW	leakage [nW]	internal (mW)
Sequential	0	0	0	0
Clock	0	0	0	0
Combinational	0.240	0.109	3.01	0.131
Total	0.240	0.109	3.01	0.131
No activity file was given, so power comes from the tool's default toggle rates.
